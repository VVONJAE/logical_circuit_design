==> flow/design.v <==
module FA6(a, b, cin, sum, cout);
input [5:0] a;
input [5:0] b;
input cin;
output [5:0]sum;
output cout;
wire[4:0] c;
fulladd a1(a[0],b[0],cin,sum[0],c[0]);
fulladd a2(a[1],b[1],c[0],sum[1],c[1]);
fulladd a3(a[2],b[2],c[1],sum[2],c[2]);
fulladd a4(a[3],b[3],c[2],sum[3],c[3]);
fulladd a5(a[4],b[4],c[3],sum[4],c[4]);
fulladd a6(a[5],b[5],c[4],sum[5],cout);
endmodule
module fulladd(a, b, cin, sum, cout);
input a;
input b;
input cin;
output sum;
output cout;
assign sum=(a^b^cin);
assign cout=((a&b)|(b&cin)|(a&cin));
endmodule
==> flow/run.sh <==
#!/bin/bash
# OpenROAD 26Q1-2900-gdf79404cd8, Yosys 0.63+post, stock flow scripts
make -C /OpenROAD-flow-scripts/flow DESIGN_CONFIG=/design/flow/config.mk WORK_HOME=/design/flow/orfs finish
==> flow/config.mk <==
export PLATFORM = sky130hd
export DESIGN_NAME = FA6
export DESIGN_NICKNAME = FA6
export VERILOG_FILES = /design/flow/design.v
export SDC_FILE = /design/flow/constraint.sdc
export NUM_CORES = 4
export LEC_CHECK = 1
export CORE_AREA = 10 10 70 70
export DIE_AREA = 0 0 80 80
==> flow/constraint.sdc <==
current_design FA6

set clk_period 2.6
set clk_io_pct 0.2

create_clock -name clk0 -period $clk_period

set non_clock_inputs [all_inputs -no_clocks]
set_input_delay [expr $clk_period * $clk_io_pct] -clock clk0 $non_clock_inputs
set_output_delay [expr $clk_period * $clk_io_pct] -clock clk0 [all_outputs]
==> flow_metrics.py <==
# Physical implementation metrics
metrics = {
    "floorplan": {
        "rows": 21,
        "die-width_um": 80,
        "io_pins": 20,
        "core_region_area_um2": 3420,
        "dieArea_um2": 6400,
        "die_h_um": 80,
        "fp_util": 0.0593,
    },
    "final_timing": {
        "finalSetupViolations": 4,
        "hold_viol": 0,
        "worst_pin_slew_ns": 0.0988,
        "finalClockPeriodUsage": 1.31,
        "fin_ws_ns": -0.809,
        "slew_violations": 0,
        "fin_crit_ns": 3.41,
        "rsz0062_at_grt": "yes",
        "fin_setup_tns_ns": -1.98,
        "max_freq_mhz": 293,
        "max_slew_margin": 0.934,
    },
    "drt": {
        "routed_via_density": 2.00,
        "drt-initial-drc-count": 1,
        "drc": 0,
        "first_pass_iters": 2,
        "postRouteWirelength_um": 589,
        "vias": 164,
        "antenna_cells": 0,
        "ant_nets": 0,
        "wl_per_cell_um": 7.18,
    },
    "synth": {
        "syn_area_per_cell_um2": 9.21,
        "logic_family": "adder cells",
        "ys.warnings.count": 0,
        "synth-xor-area-share": 0,
        "synth_area_um2": 203,
        "ys_cells": 22,
        "mux_area_frac": 0,
        "ys_chip_area_um2": 203,
        "ys_types": 3,
        "synth.cellmix.simpleShare": 0,
        "fa_ha_area_frac": 0.593,
        "synth_seq_share": 0,
        "yosys.area_share.aoi": 0,
        "syn_inst": 22,
    },
    "power_and_ir_drop": {
        "p_sw_mw": 0.0253,
        "p_int_mw": 0.0494,
        "seqPwrFrac": 0,
        "power_frac_comb": 1.000,
        "switching_share": 0.339,
        "p_clk_frac": 0,
        "power.density_nw_per_um2": 173,
        "leakagePower_nw": 0.179,
        "peakVddDrop_mv": 0.0599,
    },
    "setup_path": {
        "cp-end-kind": "output port",
        "startpoint_type": "input pin",
        "crit_required_ns": 2.08,
        "cp.arrival_ns": 2.89,
        "critPathMaxFanout": 1,
        "critical_path_class": "in -> out",
    },
    "layout": {
        "areaGrowthSynthToFinish_pct": 113,
        "comb_area_um2": 135,
        "layout-drive-gt1-share": 0.528,
        "nFillCells": 399,
        "final_layout_top_logic_cell": "clkdlybuf4s50_1",
        "clkbuf_count": 0,
        "flop_area_um2": 0,
        "fin_util": 0.126,
        "seq_cell_count": 0,
        "final_cell_mix": "clkdlybuf4s50_1, fa_2, inv_2, inv_1, buf_2",
    },
    "global_routing": {
        "grt_usage": 0.0193,
        "antenna_found_initial": 0,
        "grt_start_max_net_pins": 2,
        "grt_first_pass_wirelength_um": 993,
        "grt_overflow_total": 0,
        "first_global_vias": 206,
    },
    "run_status": {
        "outcome": "complete, but fails checks",
        "violations": "negative setup slack",
    },
    "placement": {
        "hpwl_um": 595,
        "place.gp.congestion": 0.820,
        "place_ws_ns": -1.68,
        "io_buffers": 20,
    },
    "flow_run": {
        "cap_violations": 0,
        "tool_warnings": 35,
    },
    "clocking": {
        "post-cts-setup-buffers": 0,
        "cts-hold-fix-buffers": 0,
    },
    "min_path": {
        "hp-class": "in -> out",
    },
}
per-layer routing:
layer,track usage,routed length (um),vias up
met2,0.0241,171,18
met3,0.0114,126,0
li1,-,-,78
met5,0,0,-
met1,0.0289,292,68
met4,0,0,0
synthesized netlist by cell type (all sizes together):
master / count / share of area
buf: 6 / 0.22
inv: 10 / 0.19
fa: 6 / 0.59
path summary, 6_finish.rpt:
path                  from      to  slack, ns  cells after the start
worst min-delay path   cin  sum[0]       1.77                      5
worst max-delay path  a[0]  sum[5]      -0.81                     12
kinds of logic after synthesis:
group                      Yosys count
buffers and inverters               16
adders and majority gates            6
critical path: stages:
cell and delay [ns]:
buf_8 0.11, inv_12 0.04, fa_2 0.19, inv_2 0.04, fa_2 0.33, fa_2 0.37, fa_2 0.34, fa_2 0.34
inv_2 0.06, fa_2 0.42, inv_2 0.05, buf_2 0.08
through the flow:
step	hold slack, ns	power [mW]	area, um2	cells
after global placement	2.10	0.0891	445	82
after global routing	1.83	0.0869	432	82
after detailed placement	2.10	0.0894	445	82
after floorplan	1.27	0.0464	236	22
final	1.77	0.0747	432	82
after CTS	1.79	0.0769	432	82
final cells by class:
type                            instances  area share
Tap cell                               46       0.133
Inverter                               10       0.128
Timing Repair Buffer                   20       0.426
Multi-Input combinational cell          6       0.313
power by group through the flow:
stage,clock [mW],combinational (mW),sequential (mW)
finish,0,0.0747,0
CTS,0,0.0769,0
global route,0,0.0869,0
what timing repair did:
item | in CTS | in global routing
gates resized | 35 | 1
pin swaps | 6 | 6
gates cloned | 0 | 0
setup endpoints to repair | 7 | 4
Power and IR drop assume default switching activity.
