## ./design.v

```verilog
module MUL(sel, clock, reset, CarryIn, multiplicand, multiplier, done, product);
    parameter W_multiplicand = 11, W_multiplier = 11, W_count = 4;
    input clock, reset;
    input [W_multiplicand-1:0] multiplicand;
    input [W_multiplier-1:0] multiplier;
    input [5:0] sel;
    input CarryIn;
    output done;
    output [W_multiplicand + W_multiplier -1:0] product;
    reg [W_multiplicand-1:0] Reg_A;
    reg [W_multiplicand-1:0] Reg_B;
    reg [W_multiplier-1:0] Reg_Q;
    reg E;
    reg [W_multiplicand + W_multiplier -1:0] temp;
    reg add_shift_B;
    reg [W_count-1:0] sequencecount;
    reg comp_flag, load_flag, delay, set;
    reg done;
    reg [13:0] cnt;
    wire CarryIn;
    reg Mul_Load=0;
    reg delay1, delay2;
    reg Load;
    integer i;
    always @(posedge clock)
    begin
    if(sel[5:0]==6'b100000)
    begin
    Load <= CarryIn;
    delay1 <= Load;
    delay2 <= delay1;
       if(delay1 == 1 && delay2 == 0)
       begin
           Mul_Load <= 1;
       end
       else Mul_Load <= 0;
    end
    end 
      always@(posedge clock)
      begin : SHIFT_ADD_MULT
          if(!reset)
          begin
              Reg_A = 0;
              Reg_B = 0;
              Reg_Q = 0;
              E = 0;
              add_shift_B = 0;
              comp_flag = 0;
              sequencecount = W_multiplier-1;
              done = 0;
              load_flag=0;
              delay = 0;
              set = 0;
              temp=0;
          end
          else
          if(sel[5:0] == 6'b100000)
          begin
             if(Load)
             begin
                 if(!load_flag)
                   begin
                         if(!set)  begin
                             cnt<=0;
                             set=1;
                           end
                           else if(cnt==16000)begin   
                                delay = 1;
                            end
                           else
                              cnt<=cnt+1;
                         if(delay)begin  
                                comp_flag = 0;
                                Reg_A = 0;   
                                         if(multiplicand[10] == 1)          
                                                     begin
                                                      for(i=0; i<W_multiplicand; i=i+1)
                                                          Reg_B[i] = ~multiplicand[i];
                                                       Reg_B = Reg_B + 1'b1;
                                                      comp_flag = ~comp_flag;
                                                     end
                                         else
                                                   Reg_B = multiplicand[W_multiplicand-1:0];
                                         if(multiplier[10] == 1)           
                                                   begin
                                                      for(i=0; i<W_multiplier; i=i+1)
                                                         Reg_Q[i] = ~multiplier[i];
                                                      Reg_Q = Reg_Q + 1'b1;
                                                      comp_flag = ~comp_flag;
                                                   end
                                          else
                                                    Reg_Q = multiplier[W_multiplier-1:0];  
                       E=0;
                       add_shift_B = multiplier[0];       
                       sequencecount = W_multiplier-1;
                       done = 0;
                       load_flag=1;
                       end
                end
                else
                  if(add_shift_B && done==0)          
                      begin
                          {E,Reg_A} = Reg_A + Reg_B;
                          add_shift_B = 0;
                      end
                else if(done==0)                         
                begin
                          {E, Reg_A, Reg_Q} = {E, Reg_A, Reg_Q} >> 1;
                          if(Reg_Q[0])
                                add_shift_B = 1;
                          else
                                add_shift_B = 0;
                          if(sequencecount == 0)
                              done = 1;
                          else
                              sequencecount = sequencecount - 1;
                  end
                  else 
                      begin
                            temp = {Reg_A, Reg_Q};
                            if(comp_flag)                  
                                      begin
                                          for(i=0; i< 22; i=i+1)
                                              temp[i] = ~temp[i];
                                          temp = temp + 1'b1;
                                      end
                           load_flag=0;
                      end
             end
         end
     end
     assign product = temp;   
  endmodule
```

## ./run.sh

```bash
#!/bin/bash
# OpenROAD 26Q1-2900-gdf79404cd8, Yosys 0.63+post, stock flow scripts
make -C /OpenROAD-flow-scripts/flow DESIGN_CONFIG=/design/flow/config.mk WORK_HOME=/design/flow/orfs finish
```

## ./config.mk

```make
export PLATFORM = sky130hd
export DESIGN_NAME = MUL
export DESIGN_NICKNAME = MUL
export VERILOG_FILES = /design/flow/design.v
export SDC_FILE = /design/flow/constraint.sdc
export NUM_CORES = 4
export LEC_CHECK = 1
export CORE_UTILIZATION = 50
```

## ./constraint.sdc

```tcl
current_design MUL

set clk_period 4.8
set clk_io_pct 0.2

create_clock -name clk0 -period $clk_period [get_ports {clock}]

set non_clock_inputs [all_inputs -no_clocks]
set_input_delay [expr $clk_period * $clk_io_pct] -clock clk0 $non_clock_inputs
set_output_delay [expr $clk_period * $clk_io_pct] -clock clk0 [all_outputs]
```

==> CHANGELOG.md <==
## Flow update

- I/O pins: 54
- Clock sink count: 81
- # DRC: 0
- Root Driver: clkbuf_8
- Critical Path Sink Type: flip-flop
- Post-synth ARST share: 0%
- Pint: 0.970 mW
- Tcrit/Tclk final: 62.3%
- Max cap viols: 0
- RSZ-0062 raised after global routing: no
- Status: finished clean
- Max Freq: 0.334 GHz
- Detail Route Antenna Nets: 0
- Clock Latency Late Sink: 0.35 ns
- Clk buf depth: 2
- Finish-stage setup viols: 0
- Synthesized flop and latch total: between 80 and 90
- 1st-iter DRT viols: 224
- Post CTS Setup Buffer Count: 0
- Final Hold Violating Endpoints: 0
- Largest net degree at the start of global routing: 39
- Yosys synthesis warning count: 1
- DR pass1 iterations: 4
- Startpoint Class: primary input
- Hold Slack: 0.453 ns
- Initial Util: a little over half
- Distinct cell type count after synthesis: 64
- Post-Route Setup TNS: 0 ns
- Number of H-tree levels: 3
- Die area: 10100 sq um
- Comb pwr share: 6.1%
- Crit path max fanout: 14
- Switching Fraction: 22.3%
- Area delta synth->final: 16.5%
- Initial antenna violation count: 0
- Dominant logic cell type in the layout: dfxtp_1
- Antenna cells: 0
- CP Launch Point: sel[1]
- Share of power burned in registers: 55.3%
- DR WL/cell: between 10 and 15 microns
- Mean post-synth cell area: 8.62 sq um
- Psw: roughly 0.28 mW
- Vias in the first global route: 3881
- Arrival @ worst endpoint: 2.98 ns
- First-pass GRT wire length: roughly 19000 microns
- Hold buffers post-CTS: 0
- Post-cts sizing count: 0
- Dominant flop cell: dfxtp_1
- CTS buffer count: 9
- Tot GR Track Use: 23.2%
- Finished Cell Area: between 5000 and 6000 sq um
- Top area cell types: dfxtp_1 (27%), edfxtp_1 (9.3%), ha_1 (4.6%)
- Vias per cell: about 5.6
- EDFF count, synth: 15
- Max-area cell share: a little over a quarter
- Max-slew violations: 0
- Drt total wl: ~11000 microns
- Grt total ovfl: 0
- Yosys Instances: 564
- Pleak: 2.01 nW
- CTS tree: done
- Via count: 4162
- Final setup skew: 0.00858 ns
- Die width: a little over 100 microns
- Chip height: 101 microns
- Core region area: 9330 sq um
- Layout cells sized above 1: 4.61%
- Hpwl dp: 7750 microns
- Final min period: 2.99 ns
- Worst slew margin: around 50%
- Hold path start: temp[12]$_SDFFE_PN0P_
- CTS clk-pin slew, worst paths: approximately 0.080 ns
- Crit Path Category: in -> reg
- Num rows: 35
- Tool warning count: 28
- Leading area contributor after synthesis: dfxtp_1
- Port Buffer Count: 53
- Critical Path RT: 4.78 ns
- GP Congestion: ~0.96
- Placed inst area: 5480 sq um
- Yosys stat chip area: 4860 sq um
- Min-delay worst type: reg -> reg
- FF-to-FF Start: Reg_A[0]$_SDFFE_PN0P_
- Syn Inst Count: 564
- Most numerous logic cells after layout: dfxtp_1 (66), clkdlybuf4s50_1 (53), nand2_1 (45), nor2_1 (42)
- Synth Cell Area: 4860 sq um
- Clock share of power: 38.6%
- Seq share, synth: between 30% and 40%
- Actual slew at the worst max-slew pin: 0.763 ns
- Worst vdd ir: 0.000154 V
- Pwr dens: 220 nW/um^2
[Yosys cell counts (5+ instances only)]
library cell	count
a211oi_1	20
a21oi_1	25
and2_1	12
and3_1	7
clkbuf_1	24
dfxtp_1	66
edfxtp_1	15
ha_1	18
inv_1	16
mux2i_1	10
nand2_1	45
nand2b_1	12
nand3_1	29
nand4_1	7
nor2_1	42
nor2b_1	6
nor3_1	7
nor4_1	7
o2111ai_1	5
o21ai_0	29
o221ai_1	5
o22ai_1	5
o31ai_1	9
o41ai_1	6
or3_1	15
or4_1	6
xnor2_1	23
xor2_1	23
[cell families after synthesis]
logic type	share of synthesized area, %
simple gates	23.1
compound gates	21.3
flops	36.4
buf+inv	3.73
xor+xnor	8.28
fa+ha+maj	5.04
mux	2.06
[layout make-up]
type / count / area [sq um]
Clock buffer: 11 / 133
Clock inverter: 5 / 56.3
Fill cell: 822 / 3660
Inverter: 16 / 60.1
Multi-Input combinational cell: 436 / 2910
Sequential cell: 81 / 1770
Tap cell: 129 / 161
Timing Repair Buffer: 59 / 576
[worst max-delay path, stage by stage]
cell,delay (ns)
clkdlybuf4s50_1,0.41
nor4_2,0.43
nand3_1,0.36
nor2_1,0.22
and3_1,0.59
[sequential cells by signal, summed over array words and instances, names as in the netlist]
register and flops:
temp 22, cnt 14, Reg_A 11, Reg_B 11, Reg_Q 11, sequencecount 4, E 1, Load 1
add_shift_B 1, comp_flag 1, delay 1, done 1, load_flag 1, set 1
[power groups by stage]
| stage | logic [mW] | clock network (mW) | registers [mW] |
|---|---|---|---|
| after CTS | 0.0771 | 0.498 | 0.690 |
| after global routing | 0.0846 | 0.528 | 0.690 |
| final | 0.0762 | 0.482 | 0.690 |
[metal layers]
metal	vias to the layer above	track usage [%]	part of all wire, %	wire length (microns)
li1	2184	-	-	-
met1	1866	34.9	48	5080
met2	104	36.8	46	4850
met3	8	3.39	5.2	554
met4	0	4.57	1.1	112
met5	-	0	0	0
[per-stage QoR]
step                power, mW  utilization [%]  cells  setup slack (ns)
floorplan               0.744                -    564              2.24
global placement        0.782             58.7    721              1.49
detailed placement      0.783             58.7    721              1.43
CTS                      1.26             60.8    737              1.81
global route             1.30             60.8    737              1.59
finish                   1.25             60.8    737              1.81
[final timing paths]
kind                           endpoint  slack [ns]  cells past startpoint
setup / recovery   cnt[9]$_SDFFCE_PN0P_        1.81                      5
hold / removal    temp[12]$_SDFFE_PN0P_        0.45                      2
setup reg to reg  Reg_A[8]$_SDFFE_PN0P_        2.27                      7
hold reg to reg   temp[12]$_SDFFE_PN0P_        0.45                      2
Power and IR drop assume default switching activity.
